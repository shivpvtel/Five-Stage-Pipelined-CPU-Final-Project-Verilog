==> design/flow/design.v <==
`timescale 1ns / 1ps
module pcAdder( 
    input wire [31:0] PC,
    output reg [31:0] nextPC
    );
    always @(*) begin
        nextPC = PC + 4;
        end
endmodule
module programCounter( 
    input wire clk,
    input wire [31:0] nextPC,
    output reg [31:0] PC
    );
    initial begin
        PC = 100;
        end
        always @(posedge clk) begin
        PC <= nextPC;
        end
endmodule
module InstructionMemory(
    input wire [31:0] PC,
    output reg [31:0] instOut
    );
    reg [31:0] memory [0:63];
    initial begin
    memory[25] = {6'b000000, 5'b00001, 5'b00010, 5'b00011, 5'b00000, 6'b100000}; 
    memory[26] = {6'b000000, 5'b01001, 5'b00011, 5'b00100, 5'b00000, 6'b100010};
    memory[27] = {6'b000000, 5'b00011, 5'b01001, 5'b00101, 5'b00000, 6'b100101};
    memory[28] = {6'b000000, 5'b00011, 5'b01001, 5'b00110, 5'b00000, 6'b100110};
    memory[29] = {6'b000000, 5'b00011, 5'b01001, 5'b00111, 5'b00000, 6'b100100};
    end
    always @(*) begin
      instOut = memory[PC[7:2]];
    end
endmodule
module IFIDPipeline(
    input clk,
    input wire [31:0] instOut,
    output reg [31:0] dinstOut
    );
    always @(posedge clk) begin
    dinstOut <= instOut;
    end
endmodule
module controlUnit( 
    input wire ewreg, 
    input wire em2reg,
    input wire mwreg, 
    input wire mm2reg,
    input wire [5:0] op, 
    input wire [5:0] func, 
    input wire [4:0] rs,
    input wire [4:0] rt,
    input wire [4:0] edestReg,
    input wire [4:0] mdestReg,
    output reg wreg,
    output reg wmem,
    output reg regrt,
    output reg m2reg,
    output reg aluimm,
    output reg [3:0] aluc,
    output reg [1:0] fwda,
    output reg [1:0] fwdb
    );
    initial begin
        fwda <= 2'b00;
        fwdb <= 2'b00;
    end 
    always@ (*) begin
        fwda <= 2'b00;
        fwdb <= 2'b00;
        if (rs == edestReg)
        begin
          case(op) 6'b000000:
        begin
            fwda <= 2'b01;
            end
        6'b100011:
        begin
            fwda <= 2'b11;
            end
        endcase
     end
     if(rt == edestReg)
     begin
       case(op) 6'b000000:
        begin
            fwdb <= 2'b01;
            end
        6'b100011:
        begin
            fwdb <= 2'b11;
            end
        endcase
     end
     if(rs == mdestReg)
     begin
       case (op) 6'b000000:
        begin
            fwda <= 2'b10;
            end
        6'b100011:
        begin
            fwda <= 2'b11;
            end
        endcase
     end    
     if(rt == mdestReg)
     begin
       case(op) 6'b000000: 
        begin
            fwdb <= 2'b10;
            end
        6'b100011:
        begin
            fwdb <= 2'b11;
            end
        endcase
     end
    case(op) 6'b000000:
     begin
        case(func) 6'b100000: 
        begin
            wmem <= 1'b0;
            wreg <= 1'b1;
            m2reg <= 1'b0;
            aluimm <= 1'b0;
            aluc <= 4'b0010;
            regrt <= 1'b0;
            end
        6'b100010:
        begin    
            wmem <= 1'b0;
            wreg <= 1'b1;
            m2reg <= 1'b0;
            aluimm <= 1'b0;
            aluc <= 4'b0110;
            regrt <= 1'b0; 
            end
        6'b100100:
        begin
            wmem <= 1'b0;
            wreg <= 1'b1;
            m2reg <= 1'b0;
            aluimm <= 1'b0;
            aluc <= 4'b0000;
            regrt <= 1'b0; 
            end
        6'b100101:
        begin
            wmem <= 1'b0;
            wreg <= 1'b1;
            m2reg <= 1'b0;
            aluimm <= 1'b0;
            aluc <= 4'b0001;
            regrt <= 1'b0; 
            end
        6'b100110:
        begin
            wmem <= 1'b0;
            wreg <= 1'b1;
            m2reg <= 1'b0;
            aluimm <= 1'b0;
            aluc <= 4'b1001;
            regrt <= 1'b0; 
            end
        endcase
    end
    6'b100011: 
    begin
        wmem <= 1'b0;
        wreg <= 1'b1;
        m2reg <= 1'b1;
        aluimm <= 1'b1;
        aluc <= 4'b0010;
        regrt <= 1'b1; 
        end    
    default:
    begin
        wmem <= 1'bX;
        wreg <= 1'bX;
        m2reg <= 1'bX;
        aluimm <= 1'bX;
        aluc <= 4'bXXXX;
        regrt <= 1'bX; 
        end 
     endcase  
  end
endmodule
module RegrtMux(
    input wire [4:0] rt, 
    input wire[4:0] rd,
    input wire regrt,
    output reg [4:0] destReg
    );
        always @(*) begin
        if (regrt == 0) begin
            destReg <= rd;
        end
        else begin
            destReg <= rt;
            end
        end
endmodule
module RegFile( 
    input wire [4:0] rt,
    input wire [4:0] rs,
    output reg [31:0] qa,
    output reg [31:0] qb,
    input wire [4:0] wdestReg,
    input wire [31:0] wbData,
    input wire wwreg,
    input wire clk
    );
    reg [31:0] registers [0:63];
    initial begin
    registers[0] = 64'h00000000;  
    registers[1] = 64'hA00000AA;
    registers[2] = 64'h10000011;
    registers[3] = 64'h20000022;
    registers[4] = 64'h30000033;
    registers[5] = 64'h40000044;
    registers[6] = 64'h50000055;
    registers[7] = 64'h60000066;
    registers[8] = 64'h70000077;
    registers[9] = 64'h80000088;
    registers[10] = 64'h90000099;
    end
    always @(*) begin
      qa <= registers[rs];
      qb <= registers[rt];
    end
    always @(negedge clk) begin
      if (wwreg == 1) begin
        registers[wdestReg] <= wbData;
      end
    end
endmodule
module ImmExtender( 
    input wire [15:0] imm,
    output reg [31:0] imm32
    );
    always @(*) begin
        imm32 <= {{16{imm[15]}}, imm};
    end
endmodule
module IDEXEPipeline( 
    input wire clk,
    input wire wmem, 
    input wire wreg,
    input wire m2reg,
    input wire aluimm,
    input wire [3:0] aluc,
    input wire [31:0] imm32,
    input wire [4:0] destReg,
    input wire [31:0] FwdaMux,
    input wire [31:0] FwdbMux,
    output reg ewmem,
    output reg ewreg,
    output reg em2reg,
    output reg ealuimm,
    output reg [31:0] eqa,
    output reg [31:0] eqb,
    output reg [3:0] ealuc,
    output reg [31:0] eimm32,
    output reg [4:0] edestReg
    );
    always @(posedge clk) begin
      ewmem <= wmem;
      ewreg <= wreg;
      em2reg <= m2reg;
      ealuimm <= aluimm;
      eqa <= FwdaMux;
      eqb <= FwdbMux;
      ealuc <= aluc;
      eimm32 <= imm32;
      edestReg <= destReg;
    end
endmodule
module aluMux(
    input wire ealuimm,
    input wire [31:0] eqb,
    input wire [31:0] eimm32,
    output reg [31:0] b
    );
    always @(*) begin
        if (ealuimm == 0) begin
            b <= eqb;
        end
        else begin
            b <= eimm32;
            end
        end
endmodule
module Alu( 
    input wire [31:0] b,
    input wire [31:0] eqa,
    input wire [3:0] ealuc,
    output reg [31:0] r
    );
       always @(*) begin
       case (ealuc)
            4'b0010: 
            begin
                r <= eqa + b;
            end
            4'b0110: 
            begin
                r <= eqa - b;
            end
            4'b0001: 
            begin
                r <= eqa|b;
            end
            4'b1001: 
            begin
                r <= eqa^b;
            end
            4'b0000: 
            begin
                r <= eqa & b;
            end
        endcase
    end
endmodule
module EXEmem( 
  input clk, 
  input ewreg, 
  input em2reg, 
  input ewmem,
  input [31:0] r, 
  input [31:0] eqb, 
  input [4:0] edestReg, 
  output reg mwreg, 
  output reg mm2reg, 
  output reg mwmem, 
  output reg [31:0] mr, 
  output reg [31:0] mqb,
  output reg [4:0] mdestReg
  );
  always @(posedge clk) 
  begin
    mwmem <= ewmem;
    mwreg <= ewreg;
    mm2reg <= em2reg;
    mqb <= eqb;
    mr <= r;
    mdestReg <= edestReg;
  end
endmodule
module dataMemory( 
  input wire clk,
  input wire [31:0] mr,
  input wire [31:0] mqb,
  input wire  mwmem,
  output reg [31:0] mdo
    );
  reg [31:0] dmemory [0:63];  
  initial begin 
    dmemory[0] = 64'hA00000AA;
    dmemory[4] = 64'h10000011;
    dmemory[8] = 64'h20000022;
    dmemory[12] = 64'h30000033;
    dmemory[16] = 64'h40000044;
    dmemory[20] = 64'h50000055;
    dmemory[24] = 64'h60000066;
    dmemory[28] = 64'h70000077;
    dmemory[32] = 64'h80000088;
    dmemory[36] = 64'h90000099;
  end
  always @(*) begin
    mdo = dmemory[mr[7:2]];
  end
  always @(negedge clk) begin
    if (mwmem == 1)begin
      dmemory[mr[7:2]] <= mqb;
    end
    end
endmodule
module MEMwb(
  input clk,
  input mwreg,
  input mm2reg, 
  input [31:0] mr, 
  input [31:0] mdo,
  input [4:0] mdestReg,
  output reg wwreg, 
  output reg wm2reg, 
  output reg [31:0] wr, 
  output reg [31:0] wdo,
  output reg [4:0] wdestReg
);
  always @(posedge clk) begin
    wwreg <= mwreg;
    wm2reg <= mm2reg;
    wdestReg <= mdestReg;
    wr <= mr;
    wdo <= mdo;
  end
endmodule
module WBMux( 
    input wire [31:0] wr,
    input wire [31:0] wdo,
    input wire wm2reg,
    output reg [31:0] wbData
);
        always @(*) begin
        if (wm2reg == 0) begin
            wbData <= wr;
        end
        else begin
            wbData <= wdo;
            end
        end
endmodule
module FWDA_mux(
  input wire [31:0] r,
  input wire [31:0] qa,  
  input wire [31:0] mr,
  input wire [31:0] mdo,
  input wire [1:0] fwda,
  output reg [31:0] FwdaMux
    );
  always @(*) begin
    case (fwda)
      2'b00:
    begin
      FwdaMux <= qa;
    end
      2'b01:
    begin
      FwdaMux <= r;
    end
      2'b10:
    begin
      FwdaMux <= mr;
    end
      2'b11:
    begin
      FwdaMux <= mdo;
    end
  endcase
  end
endmodule
module FWDB_mux(
  input wire [31:0] r,
  input wire [31:0] qb,  
  input wire [31:0] mr,
  input wire [31:0] mdo,
  input wire [1:0] fwdb,
  output reg [31:0] FwdbMux
    );
  always @(*) begin
    case (fwdb)
      2'b00:
    begin
      FwdbMux <= qb;
    end
      2'b01:
    begin
      FwdbMux <= r;
    end
      2'b10:
    begin
      FwdbMux <= mr;
    end
      2'b11:
    begin
      FwdbMux <= mdo;
    end
  endcase
  end
endmodule
module datapathModule(
  input clk,
  output wire ewreg,
  output wire em2reg,
  output wire ewmem,
  output wire ealuimm,
  output wire mwreg,
  output wire mm2reg,
  output wire mwmem,
  output wire wwreg,
  output wire wm2reg,
  output wire [4:0] rs,
  output wire [4:0] rt,
  output wire [4:0] edestReg,
  output wire [4:0] mdestReg,
  output wire [4:0] wdestReg,
  output wire [31:0] PC,
  output wire [31:0] dinstOut,
  output wire [3:0] ealuc,
  output wire [31:0] eqa,
  output wire [31:0] eqb,
  output wire [31:0] eimm32,
  output wire [31:0] mr,
  output wire [31:0] mqb,
  output wire [31:0] wr,
  output wire [31:0] wdo,
  output wire [31:0] wbData,
  output wire [31:0] qa,
  output wire [31:0] qb
    );
    wire wreg;
    wire m2reg;
    wire aluimm;
    wire wmem;
    wire regrt;
    assign rs = dinstOut[25:21]; 
    assign rt = dinstOut[20:16]; 
    wire [31:0] nextPC;
    wire [31:0] instOut;
    wire [31:0] b;
    wire [31:0] r;
    wire [31:0] mdo;
    wire [5:0] op = dinstOut[31:26];
    wire [4:0] rd = dinstOut[15:11]; 
    wire [5:0] func = dinstOut[5:0];
    wire [15:0] imm = dinstOut[15:0];
    wire [3:0] aluc;
    wire [1:0] fwda;
    wire [1:0] fwdb;
    wire [4:0] destReg;
    wire [31:0] imm32;
    wire [31:0] FwdbMux;
    wire [31:0] FwdaMux;
  pcAdder pcAdder(PC, nextPC);
  programCounter programCounter(clk, nextPC, PC);
  InstructionMemory InstructionMemory(PC, instOut);
  IFIDPipeline IFIDPipeline(clk, instOut, dinstOut);
  controlUnit controlUnit(ewreg, em2reg,mwreg, mm2reg,op, func, rs,rt,edestReg,mdestReg,wreg,wmem,regrt,m2reg,aluimm,aluc,fwda,fwdb);
  RegrtMux RegrtMux(rt, rd, regrt, destReg);
  RegFile RegFile(rs, rt, qa, qb, wdestReg, wbData, wwreg, clk);
  ImmExtender ImmExtender(imm, imm32);
  IDEXEPipeline IDEXEPipeline (clk, wmem, wreg, m2reg, aluimm,  aluc, imm32, destReg, FwdaMux, FwdbMux, ewmem, ewreg, em2reg, ealuimm, eqa, eqb, ealuc, eimm32, edestReg);
  aluMux aluMux( ealuimm, eqb, eimm32, b);
  Alu Alu(b,eqa,ealuc, r);
  EXEmem EXEmem(clk, ewreg, em2reg, ewmem, r, eqb, edestReg, mwreg, mm2reg, mwmem, mr, mqb, mdestReg,);
  dataMemory dataMemory(clk, mr, mqb, mwmem, mdo);
  MEMwb MEMwb( clk, mwreg, mm2reg, mr, mdo, mdestReg, wwreg,  wm2reg, wr, wdo, wdestReg);    
  WBMux WBMux(wr, wdo, wm2reg, wbData);
  FWDA_mux FWDA_mux(r, qa, mr, mdo, fwda, FWDAmux);
  FWDB_mux FWDB_mux(r, qa, mr, mdo, fwdb, FWDBmux);
endmodule
==> design/flow/run.sh <==
#!/bin/bash
# OpenROAD 26Q1-2900-gdf79404cd8, Yosys 0.63+post, stock flow scripts
make -C /OpenROAD-flow-scripts/flow DESIGN_CONFIG=/design/flow/config.mk WORK_HOME=/design/flow/orfs finish
==> design/flow/config.mk <==
export PLATFORM = sky130hd
export DESIGN_NAME = datapathModule
export DESIGN_NICKNAME = datapathModule
export VERILOG_FILES = /design/flow/design.v
export SDC_FILE = /design/flow/constraint.sdc
export NUM_CORES = 4
export LEC_CHECK = 1
export CORE_AREA = 10 10 181 181
export DIE_AREA = 0 0 191 191
export SYNTH_MEMORY_MAX_BITS = 65536
==> design/flow/constraint.sdc <==
current_design datapathModule

set clk_period 4.1
set clk_io_pct 0.2

create_clock -name clk0 -period $clk_period [get_ports {clk}]

set non_clock_inputs [all_inputs -no_clocks]
set_input_delay [expr $clk_period * $clk_io_pct] -clock clk0 $non_clock_inputs
set_output_delay [expr $clk_period * $clk_io_pct] -clock clk0 [all_outputs]
==> results.yml <==
# yosys + openroad results
worst_setup_path:
  endpoint: "qb[17]"
  path_delay_family: "buffers and inverters"
  slowest_stage: "clkdlybuf4s50_1"
  slowest_delay_ns: 0.44
  cp.depth: 4
  r2r_end: "RegFile.registers[3][2]"
  r2r-start: "MEMwb.wdestReg[0]"
  crit_arrival_ns: 3.82
  crit_chain: "buf_6, mux2i_4, nor2_2, clkdlybuf4s50_1"
  path_buffers: 2
  critPathKind: "reg -> out"
  required_ns: 3.28
  startpoint: "RegFile.registers[1][30]"
  r2r_cells: 1
  ff2ff_setup_slack_ns: 0.80
  cp-start-kind: "register"
  crit_fanout: 5
  cp-end-kind: "primary output"
cts:
  cts_made_buffers: 9
  clock-root-buffer: "clkbuf_16"
  cts_tree: "done"
  cts.clk_slew.worst_paths_ns: 0.07
  cts_htree_levels: 3
  clk_latency_ns: 0.40
  cts_buffer_depth: 2
timing:
  grt_setup_unrepaired: "true"
  tns_ns: -18.63
  final-hold-violation-count: 0
  finalSetupViolCount: 58
  maxSlewViolCount: 0
  worst_slack_ns: -0.542
  hold_ws_ns: 0.350
  untimed_endpoints: 24
  unclocked_regs: 12
  worst_pin_slew_ns: 0.749
  worst_slew_margin_rel_pct: 50.0
  skew_ns: 0.0575
global_routing:
  overflow: 0
  grt_util_all_layers_pct: 8.74
  antenna_found_initial: 0
  grt_pass1_wl_mm: 24.6
  grt_pass1_vias: 4135
  grt_max_degree: 54
final_layout:
  seq_area_um2: 2700
  combGateArea_um2: 2140
  fill_cells: 2916
  final_common_cell: "conb_1"
  drive_above_1_share_pct: 17.0
  final_area_um2: 8180
  area_delta_synth_final_pct: 24.9
  layout_top_cells: "186 x conb_1, 179 x clkdlybuf4s50_1, 71 x dfxtp_1"
synthesis:
  top_logic_kind: "buffers and inverters"
  ys_chip_area_um2: 6550
  numSynthFlops: 120
  syn_avg_cell_area_um2: 10.0
  synthAdderAreaFrac_pct: 0.764
  ys_sh_xor_pct: 4.01
  syn_inst: 652
  synth-async-reset-ratio_pct: 0
  top_cells_by_area: "buf_4 38%, dfxtp_1 22%, edfxtp_1 16%, xnor2_1 2.8%, dlxtn_1 2.8%"
  synth-edff-count: 35
  ys_sh_simple_pct: 8.58
  yosys.area.top_type: "buf_4"
  ys_sh_mux_pct: 3.57
  ys_sh_aoi_pct: 3.06
  synth_cell_type_count: 44
  yosysCellCount: 652
  flop_cell: "dfxtp_1"
  yosys_warnings: 85
  netlist_area_um2: 6550
  yosysTopAreaCellShare_pct: 37.6
power_and_ir_drop:
  power_switching_mw: 0.496
  p_comb_share_pct: 0.7
  ir_worst_vdd_mv: 0.150
  power_mw: 2.14
  p_clk_share_pct: 48.0
  leakage_nw: 3.57
  power_per_cell_area_nw_per_um2: 262
  power_frac_seq_pct: 51.4
  p_int_mw: 1.65
  swShare_pct: 23.2
flow_run:
  maxCapViolations: 0
  tool_warnings: 65
route:
  drtIter0Drc: 94
  num_vias: 3916
  ant_nets: 0
  routed_wl_mm: 17.5
  dr.pass1.iters: 4
  drc_errors: 0
  num_antenna_cells: 0
  vias_per_cell: 3.26
  wl_per_cell_um: 14.6
floorplanning:
  core-area_um2: 28800
  rows: 62
  die_h_um: 191
  dieWidth_um: 191
  fp_util_pct: 22.8
  pin_count: 423
  die-area_um2: 36500
placement:
  placed_area_um2: 7740
  port_buffers: 237
  gp_congestion: 0.797
  place_ws_ns: -0.450
  hpwl_mm: 13.9
outcome:
  outcome: "complete, but fails checks"
  violations: "negative setup slack"
worst_hold_path:
  worstHoldPathType: "reg -> reg"
stage by stage:
stage	instances	util [%]
detailed placement	1136	26.9
floorplan	836	-
global placement	1136	26.9
global route	1202	28.4
CTS	1194	28.5
finish	1202	28.4
cell families (layout without fill, tap and decap cells):
family | after synthesis | in the layout
compound gates | 32 | 32
mux | 19 | 19
simple gates | 98 | 100
latches | 12 | 12
xor+xnor | 30 | 30
fa+ha+maj | 4 | 4
buf+inv | 347 | 327
flops | 108 | 108
other cells | 2 | 186
sequential cells by signal (all words and copies together) (netlist names), 4 cells and up:
| register | cells |
|---|---|
| RegFile.registers | 35 |
| programCounter.PC | 30 |
| Alu.r | 8 |
| EXEmem.mr | 8 |
| IFIDPipeline.dinstOut | 8 |
| MEMwb.wr | 8 |
| IDEXEPipeline.eimm32 | 5 |
| IDEXEPipeline.ealuc | 4 |
| controlUnit.aluc | 4 |
cell usage after synthesis, types with 4 or more instances:
| master | number |
|---|---|
| a22oi_1 | 4 |
| mux2i_1 | 11 |
| nand2_1 | 16 |
| o21ai_0 | 12 |
| xor2_1 | 9 |
| nand3_1 | 10 |
| dfxtp_1 | 73 |
| nor3_1 | 4 |
| ha_1 | 4 |
| buf_4 | 328 |
| buf_2 | 6 |
| o21a_1 | 5 |
| and2_1 | 4 |
| nor2b_1 | 6 |
| mux2_2 | 5 |
| clkbuf_1 | 5 |
| xnor2_1 | 21 |
| and3_1 | 4 |
| nand4_1 | 9 |
| a21oi_1 | 5 |
| edfxtp_1 | 35 |
| nor2_1 | 24 |
| dlxtn_1 | 12 |
| inv_1 | 8 |
per-layer routing:
layer	wire, um	global-route usage, %	share of wire (%)
met1	6270	8.85	36
met2	8960	15.9	51
met3	2140	4.85	12
met4	123	0.697	0.70
met5	0	0	0
cell type report:
| type | count | share of cell area (%) |
|---|---|---|
| clock inverters | 40 | 2.43 |
| repair buffers | 269 | 29.4 |
| flip-flops and latches | 120 | 32.9 |
| inverters | 7 | 0.321 |
| multi-input cells | 371 | 26.1 |
| well taps | 384 | 5.87 |
| clock buffers | 11 | 2.97 |
power by group through the flow:
stage	registers [mW]	clock network, mW	logic [mW]
CTS	1.10	1.08	0.0195
global route	1.10	1.15	0.0242
finish	1.10	1.03	0.0144
timing repair:
item                       CTS  global route
gates resized              132            62
pin swaps                   16            14
hold buffers                 0             0
setup endpoints to repair   64            64
gates cloned                 1             1
buffers inserted             9             9
how the worst min path moves through the flow:
stage                         start            to  slack [ns]  cells after the start
after CTS             EXEmem.mr[11]  MEMwb.wr[11]        0.35                      0
after global routing  EXEmem.mr[12]  MEMwb.wr[12]        0.35                      0
final                 EXEmem.mr[12]  MEMwb.wr[12]        0.35                      0
Power is estimated from default activity; no workload was simulated.
